==> design/flow/config.mk <==
export PLATFORM = sky130hd
export DESIGN_NAME = ALU
export DESIGN_NICKNAME = ALU
export VERILOG_FILES = /design/flow/design.v
export SDC_FILE = /design/flow/constraint.sdc
export NUM_CORES = 4
export LEC_CHECK = 1
export CORE_UTILIZATION = 50
==> design/flow/constraint.sdc <==
current_design ALU

set clk_period 24.1
set clk_io_pct 0.2

create_clock -name clk0 -period $clk_period

set non_clock_inputs [all_inputs -no_clocks]
set_input_delay [expr $clk_period * $clk_io_pct] -clock clk0 $non_clock_inputs
set_output_delay [expr $clk_period * $clk_io_pct] -clock clk0 [all_outputs]
==> design/flow/design.v <==
module ALU(A, B, ALUOp, C, Zero);
   input [31:0]     A, B;
   input [1:0]      ALUOp;
   output reg[31:0] C;
   output reg       Zero;
   initial
   begin
      Zero = 0;
      C = 0;
   end
   always @( A or B or ALUOp ) begin
      case ( ALUOp )
         2'b00: C = A + B;
         2'b01: C = A - B;
         2'b10: C = A | B;
         default:   ;
      endcase
      Zero = (C == 0) ? 1 : 0;
   end
endmodule
==> design/flow/run.sh <==
#!/bin/bash
# OpenROAD 26Q1-2900-gdf79404cd8, Yosys 0.63+post, stock flow scripts
make -C /OpenROAD-flow-scripts/flow DESIGN_CONFIG=/design/flow/config.mk WORK_HOME=/design/flow/orfs finish
==> metrics.yaml <==
clock_network:
  cts_setup_buffers: 0
  cts-hold-fix-buffers: 0
  post_cts_resized: 0
final_layout:
  final_core_util: 0.680
  seqCellArea_um2: 480
  num-fill-cells: 548
  area_growth_pct: 30.5
  logic_area_um2: 2690
  drive_gt1_frac: 0.0232
  largest_reg_flops: 32
  layout_top_cells: "clkdlybuf4s50_1, a21oi_1, nand2_1, o21ai_0, nor2_1"
  final_common_cell: "clkdlybuf4s50_1"
flow_run:
  max_cap_viol_count: 0
  log.warning_count: 34
global_route:
  grt_max_degree: 57
  antenna_found_initial: 0
  overflow: 0
  grt_pass1_vias: 3423
  grt_usage: 0.286
  grt_pass1_wl_mm: 16.4
logic_synthesis:
  ys_chip_area_um2: 3330
  synthCells: 474
  edf_count: 0
  flop_cell: "dlxtn_1"
  ys.flops: 32
  async_flop_share: 0
  yosys-stat-cells: 474
  netlist-cell-type-count: 54
  synth_area_um2: 3330
  synth.avg_cell_area_um2: 7.03
  ys_warn_count: 1
detailed_routing:
  drc_errors: 0
  antenna-diode-count: 0
  first_pass_iters: 5
  num_vias: 3783
  wl_met2_mm: 4.39
  drt_iter0_markers: 207
  final_antenna_net_count: 0
  highest_layer: "met4"
  routed_wl_mm: 9.88
  wl_met3_um: 681
  wire_per_inst_um: 15.5
  wirelength_met1_mm: 4.65
  vias_per_cell: 5.93
sta:
  worst_pin_slew_ps: 651
  slew_headroom: 0.555
  setup_violations: 0
  fmax_ghz: 0.0619
  final_max_slew_viol_count: 0
  unclocked_pins: 32
  finalHoldViolations: 0
  hold-worst-slack_ps: 10780
  setup-tns-final_ps: 0
  fin_crit_sh: 0.670
  fin_crit_ps: 16150
  rsz0062_at_grt: "no"
  untimed_endpoints: 64
die:
  fp-utilization: 0.522
  die_w_um: 83.6
  die_area_um2: 6990
  std_cell_rows: 29
  fp.dieH_um: 83.6
  num_io_pins: 99
  core_area_um2: 6390
placement:
  dpl.hpwl_mm: 7.93
  portBuffers: 99
  place_congestion: 1.00
hold_path:
  min-delay-start: "A[30]"
  holdPathStages: 5
  holdPathEnd: "Zero"
  worstHoldPathType: "input port to output port"
power_and_ir_drop:
  cellLeakagePower_nw: 1.81
  ir_worst_vdd_mv: 0.0179
  p_per_area_nw_per_um2: 26.9
critical_path:
  critPathKind: "input port to output port"
  arrival_ps: 11330
  critPathMaxFanout: 7
  worst_setup_path_end_kind: "output port"
  cp-start-kind: "input port"
  cp_data_required_time_ps: 19280
run_status:
  status: "finished, final reports clean"
==> stage by stage <==
stage	cell area (µm²)	power (W)	setup WS (ps)	std cells
2_1_floorplan	3330	0.0000779	9480	474
3_3_place_gp	4350	0.000115	8030	638
3_5_place_dp	4350	0.000115	7980	638
4_1_cts	4350	0.000115	7970	638
5_1_grt	4350	0.000128	7550	638
6_report	4350	0.000117	7950	638
==> logic make-up after synthesis <==
kind of cell	after synthesis	synth area share
AOI/OAI and AO/OA	149	0.273
xor gates and xnor gates	52	0.137
adders and majority gates	34	0.130
buffers and inverters	30	0.0485
latches	32	0.144
muxes	2	0.00639
and+or+nand+nor	175	0.261
==> how the worst max path moves through the flow <==
stage | startpoint | to | slack [ps] | cells past startpoint
4_1_cts | B[0] | Zero | 7970 | 22
5_1_grt | B[1] | Zero | 7550 | 22
6_report | B[0] | Zero | 7950 | 22
==> worst max-delay path: stages <==
cell and delay, ps:
clkdlybuf4s50_1 450, inv_1 100, ha_1 160, nand2b_1 70, or4_1 450, or3_1 370
or2_2 380, o41ai_1 330, xor2_1 120, ha_1 390, nand2_1 170, o21ai_1 270
a211oi_1 110, or3_1 400, a31oi_1 290, nor2_1 120, o211ai_1 200, or3b_2 450
or4_1 530, or4_1 510, nor4_2 150, clkdlybuf4s50_1 490
==> cell usage after synthesis, types with 3 or more instances <==
library cell   n  area share
a211oi_1       5       0.011
a21o_1        12       0.027
a21oi_1       50       0.075
a31oi_1        5      0.0094
and3_1         4      0.0075
buf_6          5       0.017
clkbuf_1      10       0.011
dlxtn_1       32        0.14
ha_1          33        0.12
inv_1         13       0.015
nand2_1       47       0.053
nand2b_1       7       0.013
nand3_1        5      0.0075
nor2_1        35       0.039
nor2b_1        6       0.011
nor3_1        33       0.050
nor3b_1        4      0.0090
nor4_1         3      0.0056
o2111ai_1      3      0.0079
o21a_1         5       0.011
o21ai_0       39       0.059
o31ai_1        9       0.020
or3_1         13       0.024
or4_1          9       0.020
xnor2_1       27       0.071
xor2_1        25       0.066
==> metal layers <==
layer	vias to the layer above	global-route usage
li1	1914	-
met3	12	0.0171
met1	1695	0.432
met4	0	0.0416
met2	162	0.466
met5	-	0
==> cell type report <==
| cell class | count | area share |
|---|---|---|
| Multi-Input combinational cell | 412 | 0.619 |
| Timing Repair Buffer | 104 | 0.237 |
| Sequential cell | 32 | 0.111 |
| Tap cell | 77 | 0.0222 |
| Inverter | 13 | 0.0112 |
==> power by group <==
group | switching, W | internal [W] | total [W]
clock | 0 | 0 | 0
combinational | 0.0000575 | 0.0000506 | 0.000108
sequential | 0.000000821 | 0.00000793 | 0.00000875
total | 0.0000584 | 0.0000585 | 0.000117
Power figures rest on the tool's default switching activity, not on a simulated workload.
